File: constraint.sdc
current_design ghrAndPendingB

set clk_period 2.6
set clk_io_pct 0.2

create_clock -name clk0 -period $clk_period [get_ports {fire}]

set non_clock_inputs [all_inputs -no_clocks]
set_input_delay [expr $clk_period * $clk_io_pct] -clock clk0 $non_clock_inputs
set_output_delay [expr $clk_period * $clk_io_pct] -clock clk0 [all_outputs]
File: design.v
module ghrAndPendingB (
    input fire,
    input rst,
    input[7:0] i_newPendingB_8,
    input i_predictGotJ,
    input[2:0] i_passBNum_3,
    output[7:0] o_pendingB_8,
    output[19:0] o_globalHistoryRegister_20
);
    reg[7:0] r_pendingB_8;
    reg[19:0] r_globalHistoryRegister_20;
    assign o_globalHistoryRegister_20 = r_globalHistoryRegister_20;
    assign o_pendingB_8 = r_pendingB_8;
    wire[19:0] rightShift,correctRightShift;
    assign rightShift = r_globalHistoryRegister_20 >> (i_newPendingB_8-1);
    assign correctRightShift = {rightShift[19:1],~rightShift[0]};
    always @(posedge fire or negedge rst) begin
        if(!rst)begin
            r_pendingB_8 <= 0;
            r_globalHistoryRegister_20 <= 0;
        end
        else begin
            r_pendingB_8 <= i_newPendingB_8;
            r_globalHistoryRegister_20 <= (i_passBNum_3 != 3'b111)?
            ((r_globalHistoryRegister_20 << i_passBNum_3) | i_predictGotJ) :
            correctRightShift;
        end
    end
endmodule
File: config.mk
export PLATFORM = sky130hd
export DESIGN_NAME = ghrAndPendingB
export DESIGN_NICKNAME = ghrAndPendingB
export VERILOG_FILES = /design/flow/design.v
export SDC_FILE = /design/flow/constraint.sdc
export NUM_CORES = 4
export LEC_CHECK = 1
export CORE_UTILIZATION = 30
File: run.sh
#!/bin/bash
# OpenROAD 26Q1-2900-gdf79404cd8, Yosys 0.63+post, stock flow scripts
make -C /OpenROAD-flow-scripts/flow DESIGN_CONFIG=/design/flow/config.mk WORK_HOME=/design/flow/orfs finish
==> results.txt <==
max-cap check violation count: 0
Dominant flop cell: dfrtp_1
Max-area cell share: 26.78%
Placed Cells: 502
Leak Pwr: 1.674 nW
die span in x: 95.39 um
crit path time final: 2519 ps
Clk pwr share: 20.5%
Cell Pwr Density: 454.5 mW/mm2
Sequential Power Share: 31.1%
Final Hold Vio Count: 0
P_int: 1.135 mW
CTS tree: built
Initial Util: 31.37%
worst-margin pin slew: 493.4 ps
Mapped Cells: 307
ys flops: 28
I/O pins: 42
most common cell in the netlist: nand2_1
hold crit path type: in -> reg
Critical-path top delay cell: or4_4
fmax: 0.3970 GHz
total gr overflow: 0
Worst slew margin: 66.99%
Final Max Tran Viols: 0
r2r worst-path depth: 7
# rows: 33
WP buf/inv: 3
Comb power frac: 48.4%
Iter 0 DRT Violations: 253
syn_area_per_cell: 8.522 um2
Late-Pin Clk Latency: 290 ps
Chip Area, Yosys: 0.002616 mm2
GR Util All Layers: 23.44%
Async S/R FF share, synth: 100.0%
final WL: 9.723 mm
worst setup path category: in -> reg
vias per std cell: 5.680
Die Ht: 95.39 um
GP Congestion: 1.058
synthesized cell area: 0.002616 mm2
period utilization: 96.87%
Worst Setup End Kind: register
Die ar.: 0.009098 mm2
H-tree levels: 1
Setup TNS: 0 ps
Inserted Clock Buffers: 3
largest net degree at the start of global routing: 29
IO Port Bufs: 41
# Cells Yosys: 307
Sw Share: 35.77%
Reg area: 700.7 um2
r2r setup slk: 720 ps
WP data arrival: 2720 ps
Area Overhead vs Synth: 48.64%
switching power: 0.6323 mW
Clock Path Buffers: 2
Logic area: 0.001941 mm2
crit-path cells: clkdlybuf4s50_1, or4_4, buf_4, o22ai_4, o21ai_4, buf_6, o31ai_4, a21oi_2, o32ai_2
Worst Hold Path Cells: 1
Worst Skew: 3.800 ps
WL per Instance: 19.06 um
Largest stage delay, worst path: 570 ps
global-route wire length before repair: 15.75 mm
status: finished, final reports clean
CTS clock-pin slew for the worst setup and hold paths: 110 ps
crit start category: input port
r2r endpoint: r_globalHistoryRegister_20[4]
tool warnings: 27
Post-synth top cells: nand2_1, mux2i_1, dfrtp_1, nor2_1, clkbuf_1
Post-synth EDFFs: 0
vias in the first global route: 2861
core area: 0.008341 mm2
layout cell share with drive strength beyond 1: 32.59%
Post-DRT Antenna Nets: 0
CP max FO: 6
synth warn: 1
ant diodes: 0
area leader, netlist: dfrtp_1
CTS Sinks: 28
RR Startpoint: r_globalHistoryRegister_20[12]
register share after synthesis: 26.78%
DP Wirelength: 7.306 mm
initial antenna violation count: 0
fin cells: 510
via count: 2897
Setup-failing EPs final: 0
DRC errors left: 0
Fill cells: 815
Unique cell types: 52
Max VDD drop: 0.2714 mV
crit path DRT: 2800 ps
Pre-antenna DRT Iters: 5
Root Buffer: clkbuf_8
hold endpoint: r_pendingB_8[2]
delay-heaviest family, CP: AND-OR/OR-AND gates
CP Launch Point: i_newPendingB_8[5]
unrepaired setup endpoints after global routing: no
hold_sp: i_newPendingB_8[2]
top cells by area, synth: dfrtp_1, mux2i_1, mux2_2
==> cell type report <==
cell class	count	area share (%)
multi-input cells	249	49.90
repair buffers	120	26.42
flip-flops and latches	28	18.02
well taps	105	3.378
clock buffers	3	1.062
clock inverters	1	0.7722
inverters	4	0.4505
==> kinds of logic (layout without fill, tap and decap cells) <==
kind of cell	count (synthesis)	in the layout	share of synthesized area (%)
compound gates	79	79	21.38
buf+inv	30	128	4.400
flops	28	28	26.78
simple gates	104	104	18.99
mux	62	62	26.97
fa+ha+maj	1	1	0.4782
xor+xnor	3	3	1.004
==> flip-flops by register name, indices dropped and copies added, names as in the netlist <==
signal,flops
r_globalHistoryRegister_20,20
r_pendingB_8,8
==> power groups by stage <==
| stage | Sequential (mW) | Combinational, mW | Clock [mW] |
|---|---|---|---|
| final | 0.551 | 0.855 | 0.362 |
| after global routing | 0.560 | 0.923 | 0.395 |
| after CTS | 0.552 | 0.835 | 0.373 |
==> cell usage in the layout, fill, tap and decap left out, drive strengths merged, types with 4 or more instances in the layout <==
cell           Yosys  layout
a211oi             4       4
a21oi             13      13
a31oi              7       7
buf                7      79
clkdlybuf4s50      0      37
dfrtp             28      28
inv                4       4
mux2              18      18
mux2i             39      39
mux4               5       5
nand2             44      44
nand3              4       4
nor2              21      21
nor3              11      11
o21ai             17      17
o221ai             7       7
o22ai              4       4
o31ai              7       7
==> repair_timing <==
| action | 4_1_cts | 5_1_grt |
|---|---|---|
| pin swaps | 8 | 3 |
| hold buffers | 0 | 0 |
| gates resized | 19 | 10 |
| setup endpoints to repair | 9 | 17 |
| buffers inserted | 4 | 0 |
==> worst reg2reg max path: cells and delay by family (launching register included) <==
kind | cells | cell delay, ps
and+or+nand+nor | 1 | 40
muxes | 3 | 800
AOI/OAI and AO/OA | 2 | 300
DFF | 1 | 450
buffers and inverters | 1 | 160
==> worst max path at each step <==
| stage | to | slack [ps] | cells after the start |
|---|---|---|---|
| 4_1_cts | r_globalHistoryRegister_20[11] | -20 | 9 |
| 5_1_grt | r_globalHistoryRegister_20[11] | 9 | 10 |
| 6_report | r_globalHistoryRegister_20[3] | 80 | 9 |
==> per-stage QoR <==
stage	area [um2]	setup slack (ps)	hold slack, ps	total power [mW]	util (%)
CTS	3856	-22.31	625.8	1.760	46.23
finish	3889	81.36	452.4	1.768	46.62
floorplan	2709	-159.2	224.4	0.9552	-
global route	3889	8.817	442.7	1.878	46.62
global placement	3670	-422.9	682.9	1.368	44.00
detailed placement	3670	-441.1	675.7	1.362	44.00
==> routing by layer <==
metal / track usage (%) / vias up / routed length [um]
met5: 0 / - / 0
met4: 6.219 / 0 / 221
met3: 3.893 / 18 / 698
met2: 33.27 / 143 / 4258
met1: 37.33 / 1374 / 4545
li1: - / 1362 / -
Power figures rest on the tool's default switching activity, not on a simulated workload.

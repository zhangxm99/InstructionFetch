### design.v
module bcorrect (
    input fire,
    input rst,
    input[41:0] i_data,
    output[2:0] o_counter,
    output[31:0] o_correctpc,
    output[7:0] o_errPos
);
    reg[2:0] counter;
    reg[31:0] correctpc;
    reg[7:0] errPos;
    assign o_correctpc = correctpc;
    assign o_counter = counter;
    assign o_errPos = errPos;
    always @(posedge fire or negedge rst) begin
        if(!rst)begin
            counter <= 0;
            correctpc <= 0;
            errPos <= 0;
        end
        else begin
            counter <= i_data[40] == 1?counter+1:0;
            correctpc <= i_data[39:8];
            errPos <= i_data[7:0];
        end
    end
endmodule
### run.sh
#!/bin/bash
# OpenROAD 26Q1-2900-gdf79404cd8, Yosys 0.63+post, stock flow scripts
make -C /OpenROAD-flow-scripts/flow DESIGN_CONFIG=/design/flow/config.mk WORK_HOME=/design/flow/orfs finish
### config.mk
export PLATFORM = sky130hd
export DESIGN_NAME = bcorrect
export DESIGN_NICKNAME = bcorrect
export VERILOG_FILES = /design/flow/design.v
export SDC_FILE = /design/flow/constraint.sdc
export NUM_CORES = 4
export LEC_CHECK = 1
export CORE_AREA = 10 10 102 102
export DIE_AREA = 0 0 112 112
### constraint.sdc
current_design bcorrect

set clk_period 1.6
set clk_io_pct 0.2

create_clock -name clk0 -period $clk_period [get_ports {fire}]

set non_clock_inputs [all_inputs -no_clocks]
set_input_delay [expr $clk_period * $clk_io_pct] -clock clk0 $non_clock_inputs
set_output_delay [expr $clk_period * $clk_io_pct] -clock clk0 [all_outputs]
==> run_results.csv <==
group,metric,value,unit
run_status,status,"completed",
timing,finalCritPeriodShare,0.908,
power,p_leak,0.928,nW
drt,dr.pass1.iters,2,
die,dieArea,0.0125,mm^2
critical_path,crit_family,"buffers and inverters",
critical_path,slowest_stage,"clkdlybuf4s50_1",
power,internal_power,0.00179,W
power,pwr-share-clk,0.358,
clock_tree,postCtsSetupBuffers,0,
critical_path,worst-endpoint-arrival,1.13,ns
timing,setup_viol,0,
global_route,grt_pass1_wl,5.65,mm
final_layout,area_growth,99.4,%
power,vdd_drop_max,0.359,mV
final_layout,final_area,0.00223,mm^2
critical_path,end_kind,"output port",
clock_tree,ctsResizeCount,0,
final_layout,drive_gt1_frac,0.0563,
yosys,compound_area_frac,0,
yosys,yosysWarningCount,1,
yosys,yosys_cells,48,
place,gp_congestion,0.749,
yosys,yosys_area,0.00112,mm^2
min_path,hold_path.class,"flop to flop",
yosys,synth_top_cell_by_count,"dfrtp_1",
yosys,synth_area_leader_cell,"dfrtp_1",
timing,grt_setup_unrepaired,"false",
place,dpl-instance-area,0.00211,mm^2
yosys,synthCells,48,
yosys,top_area_frac,0.964,
global_route,grt_max_degree,27,
timing,slew_headroom,0.715,
timing,fin_skew,0.00103,ns
die,ios,87,
yosys,xor_share,0.00785,
critical_path,critical_path_buf_inv_count,1,
yosys,common_cells,"dfrtp_1 (43), and2_1 (2), ha_1 (1), nor2b_1 (1), xor2_1 (1)",
timing,finalMaxSlewViolations,0,
yosys,flop_cell,"dfrtp_1",
yosys,topCombFamilyByArea,"simple AND/OR/NAND/NOR gates",
critical_path,cp_slowest_stage_delay,0.47,ns
clock_tree,numCtsBuffers,5,
timing,hold_viol,0,
yosys,yosys.area_share.simple,0.0168,
yosys,ys_ff,43,
clock_tree,clock_path_buffers,2,
clock_tree,h-tree-depth,2,
drt,drc,0,
timing,fin_ws,0.148,ns
place,place_ws,0.449,ns
clock_tree,clk_latency,0.28,ns
global_route,grt_use_total,0.0594,
die,coreArea,0.00822,mm^2
timing,fmax,689,MHz
timing,min_period,1.45,ns
yosys,synth_cell_types,5,
timing,tightestPinTransition,0.428,ns
yosys,enable_flop_cells,0,
flow_run,drv_cap,0,
final_layout,fillCellCount,836,
yosys,synth.mux.area_fraction,0,
clock_tree,root_buffer,"clkbuf_8",
clock_tree,cts_tree,"built",
global_route,gr-total-overflow,0,
drt,routed-via-count,739,
die,fp.dieH,112,um
critical_path,crit_chain,"clkdlybuf4s50_1",
clock_tree,clkTransAtPathRegs,0.07,ns
yosys,synthTopCellsByArea,"dfrtp_1 (96%), and2_1 (1.1%), ha_1 (1.1%)",
drt,drtAntennaViolNets,0,
drt,viasPerCell,2.99,
yosys,yosysSeqAreaShare,0.964,
power,power_switching,0.000400,W
yosys,synth.avg_cell_area,23.3,um^2
global_route,antenna_found_initial,0,
drt,post_drt_wl_per_cell,15.4,um
place,dp.cells,239,
die,fp-row-count,33,
final_layout,fin_cells,247,
place,io_buffers,85,
global_route,grt_pass1_vias,833,
clock_tree,cts.sinks,43,
critical_path,path_max_fanout,3,
critical_path,crit_required,1.28,ns
power,p_comb_frac,0.112,
yosys,netlist_area,0.00112,mm^2
die,die-width,112,um
timing,finalSetupTns,0,ns
drt,drt_iter0_markers,5,
power,power.density,984,mW/mm^2
yosys,synth_adder_area_share,0.0112,
critical_path,crit_type,"flop to output port",
drt,wl,3.80,mm
flow_run,warnings,26,
yosys,async_flop_share,1.00,
drt,antenna_cells,0,
critical_path,start_kind,"flop",
power,seq_power_share,0.530,
power,p_sw_frac,0.182,
die,initCoreUtil,0.136,
## worst reg2reg max path, cell delays in order (launching register included)
cell and delay, ns:
dfrtp_1 0.40, ha_1 0.21, xor2_1 0.15, and2_1 0.15
## flip-flops by register name (all words and copies together) (netlist names)
signal,count
correctpc,32
counter,3
errPos,8
## path summary, 6_finish.rpt
kind                                 startpoint                      end  slack, ns  cells past startpoint
min reg2reg                counter[0]$_DFF_PN0_     counter[0]$_DFF_PN0_       0.46                      1
max reg2reg                counter[0]$_DFF_PN0_     counter[2]$_DFF_PN0_       0.58                      3
max in group asynchronous                   rst      errPos[6]$_DFF_PN0_       0.61                      3
min in group asynchronous                   rst  correctpc[11]$_DFF_PN0_       0.50                      2
min                        counter[0]$_DFF_PN0_     counter[0]$_DFF_PN0_       0.46                      1
max                        counter[0]$_DFF_PN0_             o_counter[0]       0.15                      1
## routing by layer
layer  up-vias  part of all wire  track usage  wire (um)
met4         0            0.0084      0.00508         32
met1       357              0.37       0.0635       1410
met5         -                 0            0          0
li1        331                 -            -          -
met2        48              0.50        0.103       1920
met3         3              0.12       0.0347        444
## stage by stage
step           hold WS (ns)  total power (W)   util
2_1_floorplan        0.0244          0.00117      -
3_3_place_gp          0.275          0.00143  0.257
3_5_place_dp          0.282          0.00143  0.257
4_1_cts               0.450          0.00225  0.271
5_1_grt               0.445          0.00231  0.271
6_report              0.464          0.00219  0.271
## power groups by stage
stage,Sequential [W],Combinational [W],Clock (W)
global route,0.00117,0.000264,0.000875
CTS,0.00116,0.000253,0.000837
finish,0.00116,0.000245,0.000785
## cell usage in the layout, fill, tap and decap left out
master / Yosys / routed
dlygate4sd3_1: 0 / 1
nor2b_1: 1 / 1
dfrtp_1: 43 / 43
bufinv_16: 0 / 1
clkdlybuf4s50_1: 0 / 84
xor2_1: 1 / 1
buf_12: 0 / 1
clkbuf_8: 0 / 5
buf_2: 0 / 1
and2_1: 2 / 2
ha_1: 1 / 1
clkbuf_1: 0 / 1
## cells by family after synthesis
| kind of cell | count (synthesis) |
|---|---|
| adder cells (fa/ha/maj) | 1 |
| flip-flops | 43 |
| AND/OR/NAND/NOR | 3 |
| XOR/XNOR | 1 |
## final cells by class
cell class                 instances  area, um^2  area share
clock inverter                     1        30.0      0.0135
sequential                        43        1080       0.483
multi-input combinational          5        40.0      0.0180
timing repair buffer              87         876       0.393
tap                              105         131      0.0590
clock buffer                       6        72.6      0.0326
## repair_timing
item                                    4_1_cts  5_1_grt
endpoints found under the setup margin        0        0
hold endpoints to repair                     17        0
hold buffers                                  1        0
Power figures rest on the tool's default switching activity, not on a simulated workload.

File: flow/config.mk
export PLATFORM = sky130hd
export DESIGN_NAME = normalProcess
export DESIGN_NICKNAME = normalProcess
export VERILOG_FILES = /design/flow/design.v
export SDC_FILE = /design/flow/constraint.sdc
export NUM_CORES = 4
export LEC_CHECK = 1
export CORE_AREA = 10 10 75 75
export DIE_AREA = 0 0 85 85
File: flow/constraint.sdc
current_design normalProcess

set clk_period 13.5
set clk_io_pct 0.2

create_clock -name clk0 -period $clk_period

set non_clock_inputs [all_inputs -no_clocks]
set_input_delay [expr $clk_period * $clk_io_pct] -clock clk0 $non_clock_inputs
set_output_delay [expr $clk_period * $clk_io_pct] -clock clk0 [all_outputs]
File: flow/design.v
module normalProcess (
    input wire[4:0] i_validSize_5,
    input wire[3:0] i_alignedInstructionNumber_4,
    input wire[31:0] i_currentPc_32,
    output wire[31:0] o_nextPc_32,
    output wire[7:0] o_cutPosition_8
);
    assign o_nextPc_32 = i_currentPc_32 + i_validSize_5;
    assign o_cutPosition_8 = i_alignedInstructionNumber_4-1;
endmodule
File: flow/run.sh
#!/bin/bash
# OpenROAD 26Q1-2900-gdf79404cd8, Yosys 0.63+post, stock flow scripts
make -C /OpenROAD-flow-scripts/flow DESIGN_CONFIG=/design/flow/config.mk WORK_HOME=/design/flow/orfs finish
==> impl_metrics.toml <==
# implementation run metrics
[pwr]
p_clk_share_pct = 0
p_total_uw = 50.5
p_int_uw = 33.2
power_frac_comb_pct = 100.0
p_per_area_nw_per_um2 = 29.8
p_leak_nw = 0.600
ir_worst_vdd_mv = 0.0129
switchingPower_uw = 17.4
swShare_pct = 34.3
seqPwrFrac_pct = 0

[flow_run]
warning_count = 32
drv_cap = 0

[die]
placement_rows = 23
ios = 81
coreArea_um2 = 4060
initCoreUtil_pct = 21.1
die_x_um = 85
dieArea_um2 = 7230
die_h_um = 85

[cts]
postCtsSetupBuffers = 0
holdBufCountCts = 0
ctsResizeCount = 0

[grt]
grt_first_pass_wirelength_um = 5750
grt_max_degree = 15
antenna_found_initial = 0
grt_usage_pct = 9.19
grt_overflow = 0
grt_pass1_vias = 1169

[finish]
seqCellArea_um2 = 0
layout_top_cell = "clkdlybuf4s50_1"
most-common-layout-cells = "clkdlybuf4s50_1, xnor2_1, nand3_1, nand4_1, o211ai_1"
n_clock_buffer = 0
fin_util_pct = 41.8
area_delta_synth_final_pct = 98.1
final_cells = 241
layout-drive-gt1-share_pct = 3.66
flops = 0

[worst_setup_path]
max_stage_delay_ns = 0.49
crit_arrival_ns = 5.02
path_class = "in -> out"
cp-endpoint = "o_nextPc_32[10]"
worst_path_max_delay_cell = "clkdlybuf4s50_1"
crit_fanout = 13
startpoint = "i_validSize_5[0]"
start_kind = "input pin"
path_cells = "clkdlybuf4s50_1 > ha_1 > fa_1 > a21oi_1 > o21ai_1 > buf_4 > nand4_1 > xnor2_1 > clkdlybuf4s50_1"
cp_common_cell = "clkdlybuf4s50_1"
worst_ep_required_time_ns = 10.80
crit_path_end_kind = "output port"

[synthesis]
ys_seq_share_pct = 0
ys_cells = 115
netlist_area_um2 = 857
yosysUniqueCellTypes = 30
ys_warn_count = 0
synthesis.area_per_instance_um2 = 7.45
ys_area_um2 = 857
synth_cells = 115

[final_timing]
maxSlewViolCount = 0
rsz0062_at_grt = "no"
max-slew-margin-rel_pct = 58.3
period_needed_ns = 7.72
fmax_ghz = 0.130
final.setup.tns_ns = 0
worst_pin_slew_ns = 0.621
period_used_pct = 57.2
setup_viol = 0
hold_violations = 0
hold_ws_ns = 6.34

[placement]
hpwl_um = 3040
dp.cells = 241
portBuffers = 81
place.gp.congestion = 0.768

[route]
drt_iter0_markers = 32
antenna_left = 0
num_antenna_cells = 0
drc = 0
wire_per_inst_um = 14.6
dr.pass1.iters = 4
via_per_inst = 4.55
vias = 1097
wl_um = 3530

[min_path]
hold_class = "in -> out"

[outcome]
status = "completed"
[Yosys cell counts]
master	instances	area share [%]
nor4_1	2	1.5
and2_1	1	0.73
nand4_1	9	6.6
inv_1	5	2.2
nor3b_2	1	1.5
nand3_1	9	5.3
nor3b_1	1	0.88
a21oi_1	3	1.8
o21bai_1	1	0.88
and3_1	4	2.9
nor4_4	1	2.5
nand2_1	6	2.6
clkbuf_1	1	0.44
buf_4	3	2.6
fa_1	1	2.3
buf_6	1	1.3
ha_1	6	8.8
o21ai_1	1	0.58
nand4_2	2	2.9
and3_2	1	0.88
o21ai_0	2	1.2
nor2b_1	1	0.73
xor2_1	4	4.1
o211ai_1	7	6.1
and4_1	2	2.0
buf_2	2	1.2
xnor2_1	28	29
nor3_1	2	1.2
o2111ai_1	4	4.1
nor2_1	4	1.8
[worst max-delay path: cells and delay by family]
| kind | cells | cell delay, ns |
|---|---|---|
| compound gates | 2 | 0.34 |
| xor+xnor | 1 | 0.13 |
| fa+ha+maj | 2 | 0.64 |
| buf+inv | 3 | 1.10 |
| simple gates | 1 | 0.11 |
[layer usage]
metal  share of wire, %  track usage [%]  up-vias
li1                   -                -      580
met1                 42             11.3      467
met5                  0                0        -
met4                  0                0        0
met2                 46             15.3       50
met3                 13             4.24        0
[area by class of cell]
class / count / area [um2]
Inverter: 5 / 18.8
Tap cell: 50 / 62.6
Timing Repair Buffer: 83 / 826
Fill cell: 410 / 2360
Multi-Input combinational cell: 103 / 791
[power by group through the flow]
| stage | Combinational (mW) | Clock, mW | Sequential, mW |
|---|---|---|---|
| 4_1_cts | 0.0517 | 0 | 0 |
| 5_1_grt | 0.0562 | 0 | 0 |
| 6_report | 0.0505 | 0 | 0 |
[how the worst min path moves through the flow]
stage | slack, ns | cells after the start | end | from
CTS | 6.35 | 3 | o_nextPc_32[31] | i_currentPc_32[31]
global route | 6.38 | 3 | o_nextPc_32[31] | i_currentPc_32[31]
finish | 6.34 | 3 | o_nextPc_32[31] | i_currentPc_32[31]
[per-stage QoR]
step / cell area, um2 / worst slack, ns
after floorplan: 857 / 6.85
after global placement: 1700 / 5.76
after detailed placement: 1700 / 5.80
after CTS: 1700 / 5.78
after global routing: 1700 / 5.55
final: 1700 / 5.78
[cells by family after synthesis]
group           count (synthesis)  synth area share [%]
buf+inv                        12                  7.74
simple gates                   46                  33.9
compound gates                 18                  14.6
fa+ha+maj                       7                  11.1
xor+xnor                       32                  32.7
